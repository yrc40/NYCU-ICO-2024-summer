--- ./design.v ---
module Full_adder (
    carryIn,
    input1,
    input2,
    sum,
    carryOut
);
  input carryIn;
  input input1;
  input input2;
  output sum;
  output carryOut;
  wire sum;
  wire carryOut;
  wire w1, w2, w3;
  xor x1 (w1, input1, input2);
  xor x2 (sum, w1, carryIn);
  and a1 (w2, input1, input2);
  and a2 (w3, w1, carryIn);
  or o1 (carryOut, w2, w3);
endmodule
module ALU_1bit (
    a,
    b,
    invertA,
    invertB,
    operation,
    carryIn,
    less,
    result,
    carryOut
);
  input a;
  input b;
  input invertA;
  input invertB;
  input [2-1:0] operation;
  input carryIn;
  input less;
  output result;
  output carryOut;
  wire result;
  wire carryOut;
  wire sum;
  wire inputA, inputB;
  assign inputA = (invertA == 1'b1) ? ~a : a;
  assign inputB = (invertB == 1'b1) ? ~b : b;
  assign result = (operation == 2'b11) ? sum : 
    (operation == 2'b00) ? inputA & inputB :
    (operation == 2'b10) ? inputA | inputB :
    (operation == 2'b01) ? less : 1'b0;
  Full_adder adder (
    .carryIn(carryIn),
    .input1(inputA),
    .input2(inputB),
    .sum(sum),
    .carryOut(carryOut)
  );
endmodule
module ALU (
    aluSrc1,
    aluSrc2,
    invertA,
    invertB,
    operation,
    result,
    zero,
    overflow
);
  input [32-1:0] aluSrc1;
  input [32-1:0] aluSrc2;
  input invertA;
  input invertB;
  input [2-1:0] operation;
  output [32-1:0] result;
  output zero;
  output overflow;
  wire [32-1:0] result;
  wire zero;
  wire overflow;
  wire set;
  wire carryNumber[32-1:0];
  assign set = aluSrc1[31] ^ (~aluSrc2[31]) ^ carryNumber[31];  
  genvar i; 
  generate
    for(i = 0; i < 32; i = i + 1) begin : ALU_32bit
      wire cryIn; 
      if (i == 0) begin
        assign cryIn = invertB; 
      end else begin
        assign cryIn = carryNumber[i-1];
      end
      ALU_1bit alu (
        .a(aluSrc1[i]),
        .b(aluSrc2[i]),
        .invertA(invertA),
        .invertB(invertB),
        .operation(operation),
        .carryIn(cryIn), 
        .less((i == 0) ? set : 1'b0), 
        .result(result[i]),
        .carryOut(carryNumber[i])
      );
    end
  endgenerate
  assign  zero = (result == 0);
  assign  overflow = carryNumber[31] ^ carryNumber[30];
endmodule
--- ./run.sh ---
#!/bin/bash
# OpenROAD 26Q1-2900-gdf79404cd8, Yosys 0.63+post, stock flow scripts
make -C /OpenROAD-flow-scripts/flow DESIGN_CONFIG=/design/flow/config.mk WORK_HOME=/design/flow/orfs finish
--- ./config.mk ---
export PLATFORM = sky130hd
export DESIGN_NAME = ALU
export DESIGN_NICKNAME = ALU
export VERILOG_FILES = /design/flow/design.v
export SDC_FILE = /design/flow/constraint.sdc
export NUM_CORES = 4
export LEC_CHECK = 1
export CORE_UTILIZATION = 30
--- ./constraint.sdc ---
current_design ALU

set clk_period 11.9
set clk_io_pct 0.2

create_clock -name clk0 -period $clk_period

set non_clock_inputs [all_inputs -no_clocks]
set_input_delay [expr $clk_period * $clk_io_pct] -clock clk0 $non_clock_inputs
set_output_delay [expr $clk_period * $clk_io_pct] -clock clk0 [all_outputs]
==> notes.md <==
Flow results are below.

- The flow ran to the end, but the final reports show violations.
- The checks that failed: setup timing.
- The top-level port count is between 100 and 150, for reference.
- The maximum number of pins on one net before global-route repair is 93, for reference.
- According to the Yosys statistics, the synthesized design has a chip area of ~3500 sq um.
- OpenROAD emitted warnings numbering between 90 and 100.
- The cell count after synthesis came out at approximately 430.
- The number of cells on the worst hold path is 9, for reference.
- The leakage power is around 2.4 nW, for reference.
- The fraction of the core area covered by cells at the end of the flow is a little over two fifths, for reference.
- Summing every instance area after synthesis gives approximately 3500 sq um.
- The STA report counts the stages on the worst setup path as about 40.
- Timing would allow up to just under 60 MHz.
- Per the final layout report, the fraction of cells sized above drive strength 1 comes to between 20% and 30%.
- The family of cells with the greatest summed delay on the critical path is adder cells, for reference.
- The total vias in the final route is approximately 2800, for reference.
- The first-pass GRT wire length is about 14000 um, for reference.
- After layout, the clock buffer instance count stands at 0.
- The timing report shows that the slowest cell on the worst path is fa_2.
- The critical path startpoint category is a primary input, for reference.
- The critical path endpoint category is an output pin, for reference.
- The path class of the lowest-slack min-delay path is primary input to output pin, for reference.
- A synthesized cell averages ~8.3 sq um.
- The die covers about 12000 sq um.
- The sequential share of the synthesized area is 0%, for reference.
- The combined area of the multi-input logic cells is roughly 3000 sq um, for reference.
- Per STA, the endpoint of the critical path is zero.
- The remaining number of nets flagged by the antenna check after routing is 0, for reference.
- The HPWL after detailed placement is ~6800 um, for reference.
- For this design the ratio of total power to cell area is about 52 nW/um^2.
- The final timing summary puts the cycle share of the worst path at 143%.
- The endpoint arrival time on the critical path is between 10 and 15 ns, for reference.
- The total global routing track utilization is around 14%, for reference.
- Summed over its instances, the top area cell type makes up between 20% and 30% of the synthesized netlist area.
- The buffer_ports step reported a buffer count of between 100 and 150.
- The residual overflow from global routing is 0, for reference.
- The number of hold violations in the final report is 0, for reference.
- The warning count from the yosys run is 1, for reference.
- Setup violations remaining at the end of the flow were counted as 19.
- The via count of the first global-routing pass is ~2900, for reference.
- At the floorplan stage, the core utilization is reported as between 30% and 40%.
- According to the floorplan report, the die width is roughly 110 um.
- The maximum fanout count along the critical path is 3, for reference.
- The synthesis-to-finish area growth is 39.7%, for reference.
- Yosys mapped the design onto 28 distinct sky130hd cell types.
- The final critical-path required period is 17.06 ns, for reference.
- The number of rows in the core area is 39, for reference.
- The tally of max-capacitance violations is 0, for reference.
- The via-per-instance ratio is about 4.2, for reference.
- The routed wirelength normalized by instance count is about 12 um, for reference.
- The number of antenna violations at the first check in global routing was 0.
- Yosys stat counts ~430 cells in the synthesized netlist.
- According to the timing report, the critical path is launched from invertA.
- The worst slew margin relative to its limit is between 40 and 50%, for reference.
- The delay of the slowest cell on the worst path is about 0.45 ns, for reference.
- The pre-antenna-repair detailed-routing pass consisted of 6 iterations.
- Summing all flip-flop and latch instances after layout gives 0 sq um.
- Sequential cells placed in the final layout were counted as 0.
- The aggregate negative setup slack is -53.57 ns, for reference.
- By area the synthesized netlist is led by ha_1, fa_1, xor2_1.
- The overall power consumption is roughly 0.26 mW, for reference.
- The total DRC errors in the routed layout is 0, for reference.
- The floorplan core area is 11500 sq um, for reference.
- At the pin with the least slew margin, the transition time is ~0.86 ns.
- The data required time reported for the critical path is 9.52 ns.
- The critical path buffer and inverter count is 2, for reference.
- Once placement completed, the tool counted placed cells totaling between 600 and 700.
- Per the detail_route report, inserted antenna diodes total 0.
- The floorplan step set the die height to ~110 um.
- The final timing report lists a max-slew violation count of 0.
- After its last routability iteration, the placer logged a weighted congestion of approximately 0.85.
- Setup repair after global routing could not meet its margin everywhere.
- Per STA, the library cell used most along the worst path is fa_2.
- IR analysis of the VDD net gives a maximum drop of 0.0312 mV.
- The pre-CTS worst setup slack is -5.95 ns, for reference.
- Counting the fill cells in the layout gives ~1100.
- Once routing completed, OpenROAD measured the worst setup slack at -5.16 ns.
- Wires add up to around 8300 um.
- Excluding fillers, the count of instances in the completed layout stands at slightly below 700.
- The number of DRC markers after the initial detailed-route iteration is approximately 120, for reference.
- Per the synthesis report, the dominant area consumer among library cells is ha_1.
- The type of the worst setup path is primary input to output pin, for reference.
[cell usage in the layout, fill, tap and decap left out, types with 2 or more instances in the layout]
cell type         n
clkdlybuf4s50_1  85
inv_1            69
ha_1             64
xor2_1           62
buf_4            60
nand2b_1         47
fa_2             31
a31oi_1          25
a21boi_1         14
buf_2            13
a21boi_0         11
o21ai_0           6
mux2i_1           5
nand3_1           5
or2b_1            5
nor4_1            5
xor2_4            2
nand2_1           2
xnor2_1           2
or4_1             2
buf_6             2
[repair_timing]
item	in CTS	in global routing
setup endpoints to repair	19	19
cloned	0	0
hold buffers	0	0
pin swaps	2	0
buffers inserted	8	0
gates resized	51	2
hold endpoints to repair	0	0
[how the worst min path moves through the flow]
stage	to	from
finish	result[0]	invertA
CTS	result[0]	invertA
global route	result[0]	invertA
[report_power, final]
group	total, mW	internal (mW)	switching (mW)
sequential	0	0	0
combinational	0.258	0.143	0.115
clock	0	0	0
[Yosys cell counts (all sizes together) (2+ instances only)]
cell    count
buf        51
o21ai       7
mux2i       5
xor2       65
ha         64
xnor2       3
or2b        5
clkbuf      5
inv        69
nand2       2
a31oi      26
nand2b     47
a21boi     26
nor4        5
fa         31
nand3       5
or4         2
nor2        2
[through the flow]
step | cell area [sq um] | hold slack (ns)
2_1_floorplan | 3730 | 5.05
3_3_place_gp | 4950 | 5.88
3_5_place_dp | 4950 | 5.88
4_1_cts | 4940 | 5.66
5_1_grt | 4950 | 5.79
6_report | 4950 | 5.67
[layer usage]
layer,GRT usage (%),up-vias,wire length [um]
met3,2.23,0,394
li1,-,1487,-
met5,0,-,0
met2,23.2,68,3780
met1,21.0,1276,4160
met4,0,0,0
[kinds of logic (layout without fill, tap and decap cells)]
kind of cell             after synthesis  count (layout)  synth area share, %
buffers and inverters                126             233                 17.7
XOR/XNOR                              68              68                 16.8
AND-OR/OR-AND                         61              61                 11.4
AND/OR/NAND/NOR                       71              71                 12.6
multiplexers                           5               5                 1.41
adder cells (fa/ha/maj)               95              95                 40.1
[final cells by class]
class                      count  area share [%]
multi-input combinational    300            62.4
timing repair buffer         163            28.7
inverter                      70            5.31
tap                          143            3.61
Power and IR drop assume default switching activity.
